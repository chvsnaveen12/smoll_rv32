## flow/config.mk

```make
export PLATFORM = sky130hd
export DESIGN_NAME = clint
export DESIGN_NICKNAME = clint
export VERILOG_FILES = /design/flow/design.v
export SDC_FILE = /design/flow/constraint.sdc
export NUM_CORES = 4
export LEC_CHECK = 1
export CORE_UTILIZATION = 40
```

## flow/design.v

```verilog
`timescale 1ns/1ps
package core_defs;
    typedef enum logic [2:0] {
        OP_ALU          = 3'b000,
        OP_JUMP         = 3'b001,
        OP_BRANCH       = 3'b010,
        OP_LOAD         = 3'b011,
        OP_STORE        = 3'b100,
        OP_LUI_AUIPC    = 3'b101,
        OP_FENCE        = 3'b110,
        OP_SYSTEM       = 3'b111
    } op_type_e;
    typedef enum logic [2:0] {
        CMP_EQ      = 3'b000,
        CMP_NE      = 3'b001,
        CMP_RSV0    = 3'b010,
        CMP_RSV1    = 3'b011,
        CMP_LT      = 3'b100,
        CMP_GE      = 3'b101,
        CMP_LTU     = 3'b110,
        CMP_GEU     = 3'b111
    } cmp_op_e;
    typedef enum logic [2:0] {
        ALU_ADD     = 3'b000,
        ALU_SLL     = 3'b001,
        ALU_SLT     = 3'b010,
        ALU_SLTU    = 3'b011,
        ALU_XOR     = 3'b100,
        ALU_SRL_SRA = 3'b101,
        ALU_OR      = 3'b110,
        ALU_AND     = 3'b111
    } alu_op_e;
    typedef enum logic [2:0] {
        MEM_8       = 3'b000,
        MEM_16      = 3'b001,
        MEM_32      = 3'b010,
        MEM_RSV0    = 3'b011,
        MEM_8U      = 3'b100,
        MEM_16U     = 3'b101,
        MEM_RSV1    = 3'b110,
        MEM_RSV2    = 3'b111
    } mem_op_e;
    typedef enum logic [2:0] {
        FENCE       = 3'b000,
        FENCE_I     = 3'b001,
        FENCE_RSV0  = 3'b010,
        FENCE_RSV1  = 3'b011,
        FENCE_RSV2  = 3'b100,
        FENCE_RSV3  = 3'b101,
        FENCE_RSV4  = 3'b110,
        FENCE_RSV5  = 3'b111
    } fence_op_e;
    typedef enum logic [2:0] {
        SYS_PRIV    = 3'b000,
        SYS_CSRRW   = 3'b001,
        SYS_CSRRS   = 3'b010,
        SYS_CSRRC   = 3'b011,
        SYS_RSV0    = 3'b100,
        SYS_CSRRWI  = 3'b101,
        SYS_CSRRSI  = 3'b110,
        SYS_CSRRCI  = 3'b111
    } sys_op_e;
    typedef enum logic [1:0] {
        PRIVOP_ECALL              = 2'b00,
        PRIVOP_EBREAK             = 2'b01,
        PRIVOP_SRET               = 2'b10,
        PRIVOP_MRET               = 2'b11
    } priv_op_e;
    typedef enum logic [6:0] {
        OPCODE_LUI      = 7'b0110111,
        OPCODE_AUIPC    = 7'b0010111,
        OPCODE_JAL      = 7'b1101111,
        OPCODE_JALR     = 7'b1100111,
        OPCODE_BRANCH   = 7'b1100011,
        OPCODE_LOAD     = 7'b0000011,
        OPCODE_STORE    = 7'b0100011,
        OPCODE_ALUIMM   = 7'b0010011,
        OPCODE_ALUREG   = 7'b0110011,
        OPCODE_FENCE    = 7'b0001111,
        OPCODE_SYSTEM   = 7'b1110011
    } opcode_e;
    typedef enum logic [1:0] {
        PRIV_USER           = 2'b00,
        PRIV_SUPERVISOR     = 2'b01,
        PRIV_RSV0           = 2'b10,
        PRIV_MACHINE        = 2'b11
    } priv_e;
    typedef struct packed {
        logic [31:0]    instr;
        logic [31:0]    pc;
        logic [31:0]    npc;
    } fd_interface_t;
    typedef struct packed {
        logic           valid;
        logic [4:0]     rs1_addr;
        logic [4:0]     rs2_addr;
        logic [4:0]     rd_addr;
        logic [31:0]    immediate;
        logic           use_pc;
        logic           use_imm;
        op_type_e       op_type;
        logic [3:0]     funct3;
        logic           shift_arithmetic;
    } de_interface_t;
endpackage
module clint #(
    parameter MTIME_DIV = 4
)(
    input logic clk_i,
    input logic rst_ni,
    input  logic        req_valid_i,
    input  logic [31:0] req_addr_i,
    input  logic [31:0] req_value_i,
    input  logic [3:0]  req_wstrb_i,
    output logic        req_ready_o,
    output logic        resp_valid_o,
    output logic [31:0] resp_value_o,
    output logic        msi_o,
    output logic        mti_o
);
    logic [4:0] mtime_div;
    logic [63:0] mtime;
    logic [63:0] mtimecmp;
    logic [31:0] msip;
    assign mti_o = (mtime >= mtimecmp);
    assign msi_o = msip[0];
    assign req_ready_o = 1'b1;
    always_ff @(posedge clk_i) begin
        if(!rst_ni) begin
            mtime <= 0;
            mtimecmp <= 64'hffffffffffffffff;
            msip <= 0;
            mtime_div <= 0;
        end else begin
            mtime_div <= mtime_div + 1;
            if(mtime_div == MTIME_DIV) begin
                mtime <= mtime + 1;
                mtime_div <= 0;
            end
        end
    end
    always_ff @(posedge clk_i) begin
        if(!rst_ni) begin
            resp_valid_o <= 1'b0;
            resp_value_o <= 32'b0;
        end else begin
            resp_valid_o <= 1'b0;
            resp_value_o <= 32'h0;
            if(req_valid_i) begin
                if(~|req_wstrb_i) begin
                    case(req_addr_i)
                        32'h0: begin
                            resp_valid_o <= 1'b1;
                            resp_value_o <= msip;
                        end
                        32'h4000: begin
                            resp_valid_o <= 1'b1;
                            resp_value_o <= mtimecmp[31:0];
                        end
                        32'h4004: begin
                            resp_valid_o <= 1'b1;
                            resp_value_o <= mtimecmp[63:32];
                        end
                        32'hbff8: begin
                            resp_valid_o <= 1'b1;
                            resp_value_o <= mtime[31:0];
                        end
                        32'hbffc: begin
                            resp_valid_o <= 1'b1;
                            resp_value_o <= mtime[63:32];
                        end
                    endcase
                end
                else if(req_wstrb_i == 4'b1111) begin
                    case(req_addr_i)
                        32'h0: begin
                            resp_valid_o <= 1'b1;
                            msip <= req_value_i;
                        end
                        32'h4000: begin
                            resp_valid_o <= 1'b1;
                            mtimecmp[31:0] <= req_value_i;
                        end
                        32'h4004: begin
                            resp_valid_o <= 1'b1;
                            mtimecmp[63:32] <= req_value_i;
                        end
                        32'hbff8: begin
                            resp_valid_o <= 1'b1;
                            mtime[31:0] <= req_value_i;
                        end
                        32'hbffc: begin
                            resp_valid_o <= 1'b1;
                            mtime[63:32] <= req_value_i;
                        end
                    endcase
                end
            end
        end
    end
endmodule
```

## flow/run.sh

```bash
#!/bin/bash
# OpenROAD 26Q1-2900-gdf79404cd8, Yosys 0.63+post, stock flow scripts
make -C /OpenROAD-flow-scripts/flow DESIGN_CONFIG=/design/flow/config.mk WORK_HOME=/design/flow/orfs finish
```

## flow/constraint.sdc

```tcl
current_design clint

set clk_period 8.0
set clk_io_pct 0.2

create_clock -name clk0 -period $clk_period [get_ports {clk_i}]

set non_clock_inputs [all_inputs -no_clocks]
set_input_delay [expr $clk_period * $clk_io_pct] -clock clk0 $non_clock_inputs
set_output_delay [expr $clk_period * $clk_io_pct] -clock clk0 [all_outputs]
```

==> notes.md <==
Physical implementation.

- The run stopped with a tool error.
- The flow halted during synthesis (1_2_yosys).
- The tool reported: "ERROR: Found 64 problems in 'check -assert'".
- In the Yosys stats the netlist draws on 42 distinct library cells.
- The number of warnings reported in the yosys synthesis log is 1.
- The number of cells reported by Yosys stat comes to 641.
- The flip-flop and latch count after synthesis is 166.
- The chip area line of the yosys report is 0.006828 sq mm.
- Post-synth the commonest register cell is sky130_fd_sc_hd__dfxtp_1.
- Of the synthesized area, sequential elements account for 0.5805.
- The async set-reset flop share out of synthesis is 0.
- The number of enable-type register cells in the synthesized netlist is 64.
[synthesized netlist by cell type (7+ instances only)]
| library cell | number | area (sq um) |
|---|---|---|
| sky130_fd_sc_hd__dfxtp_1 | 102 | 2042 |
| sky130_fd_sc_hd__nand2_1 | 68 | 255.2 |
| sky130_fd_sc_hd__xor2_1 | 17 | 148.9 |
| sky130_fd_sc_hd__nor2_1 | 48 | 180.2 |
| sky130_fd_sc_hd__edfxtp_1 | 64 | 1922 |
| sky130_fd_sc_hd__nor4_2 | 7 | 87.58 |
| sky130_fd_sc_hd__a21oi_1 | 64 | 320.3 |
| sky130_fd_sc_hd__or4_1 | 9 | 67.56 |
| sky130_fd_sc_hd__nand4_1 | 22 | 137.6 |
| sky130_fd_sc_hd__inv_1 | 9 | 33.78 |
| sky130_fd_sc_hd__nand3_1 | 33 | 165.2 |
| sky130_fd_sc_hd__nor4_1 | 13 | 81.33 |
| sky130_fd_sc_hd__or3_1 | 25 | 156.4 |
| sky130_fd_sc_hd__mux2_2 | 29 | 326.6 |
| sky130_fd_sc_hd__xnor2_1 | 17 | 148.9 |
| sky130_fd_sc_hd__nor3_1 | 10 | 50.05 |
| sky130_fd_sc_hd__o21ai_0 | 28 | 140.1 |
| sky130_fd_sc_hd__clkbuf_1 | 21 | 78.83 |
[kinds of logic after synthesis]
logic type	count (synthesis)	synth area share
simple gates	267	0.2195
buf+inv	39	0.02400
mux	30	0.04929
other cells	2	0.001100
xor+xnor	34	0.04361
compound gates	100	0.07642
fa+ha+maj	3	0.005498
flops	166	0.5805
