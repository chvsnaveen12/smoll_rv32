[/design/flow/run.sh]
#!/bin/bash
# OpenROAD 26Q1-2900-gdf79404cd8, Yosys 0.63+post, stock flow scripts
make -C /OpenROAD-flow-scripts/flow DESIGN_CONFIG=/design/flow/config.mk WORK_HOME=/design/flow/orfs finish
[/design/flow/config.mk]
export PLATFORM = sky130hd
export DESIGN_NAME = core_regs
export DESIGN_NICKNAME = core_regs
export VERILOG_FILES = /design/flow/design.v
export SDC_FILE = /design/flow/constraint.sdc
export NUM_CORES = 4
export LEC_CHECK = 1
export CORE_UTILIZATION = 40
[/design/flow/constraint.sdc]
current_design core_regs

set clk_period 5.9
set clk_io_pct 0.2

create_clock -name clk0 -period $clk_period [get_ports {clk_i}]

set non_clock_inputs [all_inputs -no_clocks]
set_input_delay [expr $clk_period * $clk_io_pct] -clock clk0 $non_clock_inputs
set_output_delay [expr $clk_period * $clk_io_pct] -clock clk0 [all_outputs]
[/design/flow/design.v]
`timescale 1ns/1ps
package core_defs;
    typedef enum logic [2:0] {
        OP_ALU          = 3'b000,
        OP_JUMP         = 3'b001,
        OP_BRANCH       = 3'b010,
        OP_LOAD         = 3'b011,
        OP_STORE        = 3'b100,
        OP_LUI_AUIPC    = 3'b101,
        OP_FENCE        = 3'b110,
        OP_SYSTEM       = 3'b111
    } op_type_e;
    typedef enum logic [2:0] {
        CMP_EQ      = 3'b000,
        CMP_NE      = 3'b001,
        CMP_RSV0    = 3'b010,
        CMP_RSV1    = 3'b011,
        CMP_LT      = 3'b100,
        CMP_GE      = 3'b101,
        CMP_LTU     = 3'b110,
        CMP_GEU     = 3'b111
    } cmp_op_e;
    typedef enum logic [2:0] {
        ALU_ADD     = 3'b000,
        ALU_SLL     = 3'b001,
        ALU_SLT     = 3'b010,
        ALU_SLTU    = 3'b011,
        ALU_XOR     = 3'b100,
        ALU_SRL_SRA = 3'b101,
        ALU_OR      = 3'b110,
        ALU_AND     = 3'b111
    } alu_op_e;
    typedef enum logic [2:0] {
        MEM_8       = 3'b000,
        MEM_16      = 3'b001,
        MEM_32      = 3'b010,
        MEM_RSV0    = 3'b011,
        MEM_8U      = 3'b100,
        MEM_16U     = 3'b101,
        MEM_RSV1    = 3'b110,
        MEM_RSV2    = 3'b111
    } mem_op_e;
    typedef enum logic [2:0] {
        FENCE       = 3'b000,
        FENCE_I     = 3'b001,
        FENCE_RSV0  = 3'b010,
        FENCE_RSV1  = 3'b011,
        FENCE_RSV2  = 3'b100,
        FENCE_RSV3  = 3'b101,
        FENCE_RSV4  = 3'b110,
        FENCE_RSV5  = 3'b111
    } fence_op_e;
    typedef enum logic [2:0] {
        SYS_PRIV    = 3'b000,
        SYS_CSRRW   = 3'b001,
        SYS_CSRRS   = 3'b010,
        SYS_CSRRC   = 3'b011,
        SYS_RSV0    = 3'b100,
        SYS_CSRRWI  = 3'b101,
        SYS_CSRRSI  = 3'b110,
        SYS_CSRRCI  = 3'b111
    } sys_op_e;
    typedef enum logic [1:0] {
        PRIVOP_ECALL              = 2'b00,
        PRIVOP_EBREAK             = 2'b01,
        PRIVOP_SRET               = 2'b10,
        PRIVOP_MRET               = 2'b11
    } priv_op_e;
    typedef enum logic [6:0] {
        OPCODE_LUI      = 7'b0110111,
        OPCODE_AUIPC    = 7'b0010111,
        OPCODE_JAL      = 7'b1101111,
        OPCODE_JALR     = 7'b1100111,
        OPCODE_BRANCH   = 7'b1100011,
        OPCODE_LOAD     = 7'b0000011,
        OPCODE_STORE    = 7'b0100011,
        OPCODE_ALUIMM   = 7'b0010011,
        OPCODE_ALUREG   = 7'b0110011,
        OPCODE_FENCE    = 7'b0001111,
        OPCODE_SYSTEM   = 7'b1110011
    } opcode_e;
    typedef enum logic [1:0] {
        PRIV_USER           = 2'b00,
        PRIV_SUPERVISOR     = 2'b01,
        PRIV_RSV0           = 2'b10,
        PRIV_MACHINE        = 2'b11
    } priv_e;
    typedef struct packed {
        logic [31:0]    instr;
        logic [31:0]    pc;
        logic [31:0]    npc;
    } fd_interface_t;
    typedef struct packed {
        logic           valid;
        logic [4:0]     rs1_addr;
        logic [4:0]     rs2_addr;
        logic [4:0]     rd_addr;
        logic [31:0]    immediate;
        logic           use_pc;
        logic           use_imm;
        op_type_e       op_type;
        logic [3:0]     funct3;
        logic           shift_arithmetic;
    } de_interface_t;
endpackage
module core_regs #()(
    input   logic   clk_i,
    input   logic   rst_ni,
    input   logic [4:0]     raddr_a_i,
    input   logic [4:0]     raddr_b_i,
    input   logic [4:0]     waddr_i,
    input   logic [31:0]    wdata_i,
    output  logic [31:0]    rdata_a_o,
    output  logic [31:0]    rdata_b_o
);
    logic [31:0] registers [0:31];
    always_comb begin
        rdata_a_o = raddr_a_i != 0 ? registers[raddr_a_i] : 0;
        rdata_b_o = raddr_b_i != 0 ? registers[raddr_b_i] : 0;
    end
    always_ff @(posedge clk_i) begin
        if(waddr_i != 0)
            registers[waddr_i] <=  wdata_i;
    end
endmodule
==> results.py <==
# Metrics from the implementation run
metrics = {
    "outcome": {
        "status": "finished, final reports clean",
    },
    "synth": {
        "netlist-cell-type-count": 39,
        "top_area_cell": "edfxtp_1",
        "top_cell_area_share_pct": 65.3,
        "ff_type": "edfxtp_1",
        "xor_share_pct": 0,
        "yosys_warnings": 1,
        "ys.flops": 1024,
        "async_flop_share_pct": 0,
        "topCellsByArea": "edfxtp_1, mux4_2, mux2i_1, o22ai_1, a22o_1",
        "ys_cells": 2276,
        "synth.most_common_cell": "edfxtp_1",
        "syn_avg_cell_area_sq_um": 20.7,
        "ys_sh_adder_pct": 0,
        "ys_top_logic_family": "multiplexers",
        "ys_sh_simple_pct": 1.58,
        "ys_sh_aoi_pct": 4.02,
        "yosys_area_sq_um": 47100,
        "ys_top_cells_by_count": "edfxtp_1, mux4_2, mux2i_1, o22ai_1, clkbuf_1",
        "ys_seq_share_pct": 65.3,
        "synth_area_sq_um": 47100,
        "synth.area.mux_share_pct": 26.8,
        "postSynthCellCount": 2276,
        "edf_count": 1024,
    },
    "sta": {
        "fmax_mhz": 177,
        "worstMarginPinSlew_ps": 1010,
        "rsz0062_at_grt": "no",
        "finalCriticalPeriod_ps": 5650,
        "maxSlewViolCount": 0,
        "setup_violations": 0,
        "setup_tns_ps": 0,
        "period_used_pct": 95.8,
        "worst_slew_margin_rel_pct": 32.8,
        "holdWs_ps": 1310,
        "hold_viol_final": 0,
    },
    "global_routing": {
        "grt_max_degree": 68,
        "grt.total_usage_pct": 27.9,
        "grt_pass1_vias": 30610,
        "grt_pass1_wl_microns": 213000,
        "overflow": 0,
        "antenna_found_initial": 1,
    },
    "detailed_routing": {
        "diodes": 0,
        "routed-via-count": 26371,
        "ant_nets": 0,
        "wl_per_cell_microns": 35.9,
        "wl_microns": 149000,
        "first_pass_iters": 5,
        "post_drt_via_cell_ratio": 6.36,
        "drt-initial-drc-count": 1705,
        "drc": 0,
    },
    "worst_setup_path": {
        "worstPathMaxFanout": 9,
        "cp-end-kind": "output port",
        "critPathLaunch": "raddr_b_i[3]",
        "path_class": "in2out",
        "cp.arrival_ps": 4470,
        "critPathRequiredTime_ps": 4720,
        "cp-start-kind": "input port",
    },
    "power_and_ir_drop": {
        "p_comb_share_pct": 9.7,
        "p_sw_mw": 3.74,
        "internal-power_mw": 12.9,
        "p_clk_share_pct": 40.7,
        "power.density_nw_per_um2": 304,
        "p_seq_share_pct": 49.6,
        "peakVddDrop_uv": 227,
        "total_leakage_power_nw": 17.4,
        "swShare_pct": 22.5,
    },
    "min_path": {
        "hold_end": "registers[30][15]$_DFFE_PP_",
        "min_from": "wdata_i[15]",
        "min_path_cells": 2,
        "min_path_type": "in2reg",
    },
    "cts": {
        "post_cts_buffers": 0,
        "numCtsBuffers": 109,
        "holdBufCountCts": 0,
        "clock-sinks": 1024,
        "clockRootBuffer": "clkbuf_16",
        "cts_resized": 0,
        "path_clk_slew_ps": 60,
        "cts_tree": "yes",
        "h-tree-depth": 3,
        "cts.path.max_buffers": 3,
    },
    "die": {
        "fp_util_pct": 40.5,
        "ios": 113,
        "num_rows": 125,
        "die_width_microns": 345,
        "die_h_microns": 345,
        "dieArea_sq_um": 119000,
        "fp.coreArea_sq_um": 116000,
    },
    "placed_design": {
        "placed_cells": 3944,
        "placedInstanceArea_sq_um": 51200,
        "dp_hpwl_microns": 88800,
        "io_buffers": 111,
        "gp_congestion": 0.878,
    },
    "job": {
        "tool_warnings": 27,
        "drv_cap": 0,
    },
    "finish": {
        "largest_reg_flops": 1024,
        "layout-drive-gt1-share_pct": 34.5,
        "regMostFlops": "registers",
        "top_regs": "registers x1024",
        "finalNonFillerCells": 4146,
        "fillers": 9324,
        "design_area_sq_um": 54800,
        "area_growth_pct": 16.3,
    },
}
final cells by class:
cell class / count / area (sq um) / share of cell area, %
Timing Repair Buffer: 305 / 2910 / 5.31
Inverter: 1 / 3.75 / 0.00685
Sequential cell: 1024 / 30700 / 56.2
Clock inverter: 71 / 669 / 1.22
Tap cell: 1524 / 1910 / 3.48
Multi-Input combinational cell: 1090 / 15700 / 28.6
Clock buffer: 131 / 2850 / 5.21
layer usage:
metal	track usage [%]	vias up	part of all wire (%)
li1	-	10547	-
met3	24.5	352	20
met5	3.40	-	0.34
met2	40.2	2262	46
met4	7.96	19	3.8
met1	30.0	13191	29
worst max-delay path, cell delays in order:
cell and delay, ps:
clkdlybuf4s50_1 750, buf_4 290, nor2b_4 410, buf_4 310
a22o_1 160, a2111oi_0 60, nor3_1 680, clkdlybuf4s50_1 610
metrics by stage:
stage,worst slack (ps),util [%],power (mW)
after detailed placement,215,44.0,10.0
after CTS,194,47.1,16.7
after global placement,185,44.0,9.98
after global routing,11.8,47.1,17.1
after floorplan,1940,-,9.25
final,250,47.1,16.6
worst max-delay path by stage:
stage,to,slack (ps),cells past startpoint
finish,rdata_b_o[28],250,8
global route,rdata_b_o[18],10,9
CTS,rdata_b_o[28],190,8
kinds of logic after synthesis:
logic type | after synthesis
DFF | 1024
muxes | 661
AOI/OAI and AO/OA | 253
buffers and inverters | 193
and+or+nand+nor | 144
other | 1
cells in the final DEF (no fill, tap or decap), types with 7 or more instances in the layout:
cell	n
a2111oi_0	23
a211oi_1	27
a21oi_1	16
a22o_1	46
a22oi_1	20
buf_12	26
buf_4	169
bufinv_16	12
clkbuf_1	20
clkbuf_16	111
clkdlybuf4s50_1	103
clkinv_1	35
clkinv_2	12
conb_1	32
edfxtp_1	1024
mux2_2	32
mux2i_1	151
mux4_2	478
nand2_1	7
nand2b_1	8
nor2_4	31
nor2b_1	7
nor3_1	51
o221ai_1	23
o22ai_1	75
power groups by stage:
| stage | sequential [mW] | combinational, mW | clock (mW) |
|---|---|---|---|
| 4_1_cts | 8.25 | 1.62 | 6.86 |
| 5_1_grt | 8.26 | 1.72 | 7.12 |
| 6_report | 8.25 | 1.62 | 6.76 |
Power and IR drop assume default switching activity.
